==> design/flow/design.v <==
`timescale 1ns / 1ps
module Max_and_Min_design(
    input [3:0]a,b,
    output reg [3:0]Max,Min
    );
    always @(*)begin
        Max = (a > b) ? a : b;
        Min = (a < b) ? a : b;
    end
endmodule
==> design/flow/run.sh <==
#!/bin/bash
# OpenROAD 26Q1-2900-gdf79404cd8, Yosys 0.63+post, stock flow scripts
make -C /OpenROAD-flow-scripts/flow DESIGN_CONFIG=/design/flow/config.mk WORK_HOME=/design/flow/orfs finish
==> design/flow/config.mk <==
export PLATFORM = sky130hd
export DESIGN_NAME = Max_and_Min_design
export DESIGN_NICKNAME = Max_and_Min_design
export VERILOG_FILES = /design/flow/design.v
export SDC_FILE = /design/flow/constraint.sdc
export NUM_CORES = 4
export LEC_CHECK = 1
export CORE_AREA = 10 10 70 70
export DIE_AREA = 0 0 80 80
==> design/flow/constraint.sdc <==
current_design Max_and_Min_design

set clk_period 3.4
set clk_io_pct 0.2

create_clock -name clk0 -period $clk_period

set non_clock_inputs [all_inputs -no_clocks]
set_input_delay [expr $clk_period * $clk_io_pct] -clock clk0 $non_clock_inputs
set_output_delay [expr $clk_period * $clk_io_pct] -clock clk0 [all_outputs]
==> changes_impl.md <==
## Flow update

- Final wirelength: 764 um
- Busiest grt layer: met1
- Final WS setup: 0.105 ns
- Wire per inst: 8.88 um
- Via density: 2.64
- Power, Total: 0.0000810 W
- F_max: 304 MHz
- Reg area: 0 sq um
- Largest net degree at the start of global routing: 5
- Mux share: 35.3%
- Synthesis area per yosys: 234 sq um
- Status: finished, final reports clean
- Peak supply drop: 0.0000585 V
- Final Hold Violation Tally: 0
- Post-DP HPWL: 649 um
- Post-Synth XOR/XNOR Area: 0%
- Full die area: 6400 sq um
- CP Max Fanout: 4
- Vias in the first global route: 227
- Final Cycle Share: 96.9%
- GR Overflow Total: 0
- HP Class: primary input to output pin
- Area leader share: 28.9%
- Unique cell types: 12
- Finish-stage setup viols: 0
- Final hold slack: 2.07 ns
- Global Route Usage Sum: 2.26%
- Cell type with the largest total area: mux2_1
- Vias post-DR: 227
- Diodes inserted: 0
- Initial drt markers: 5
- P per Cell Area: 156 nW/um^2
- Placer Congestion: 0.691
- Post-Syn Area: 234 sq um
- Synth Area in Adders: 21.4%
- Synth warn: 1
- Comb area leader: multiplexers
- Final core occ: 15.2%
- Detailed Routing Iterations Pass 1: 2
- Compound Share, Synth: 21.9%
- WHS Path Cells: 4
- Yosys Instances: 23
- Row cnt: 21
- First-pass GRT wire length: 1180 um
- CP Launch Type: primary input
- GR Layer Usage met2: 2.25%
- Tool warning count: 32
- Hold_sp: a[3]
- # DRC: 0
- Placed Area: 459 sq um
- Met1 usage: 3.83%
- Floorplan utilization: 6.85%
- Routed Antenna Nets: 0
- Crit path required time: 2.72 ns
- Layout area overhead: 121%
- Clock buffer count: 0
- Layout cells sized above 1: 37.5%
- CP arrival: 2.61 ns
- Crit Path Category: primary input to output pin
- Met3 usage: 1.36%
- Cell leakage power: 0.240 nW
- Least-Margin Pin Slew: 0.248 ns
- Seq_cells: 0
- Initial antenna violation count: 0
- Final Instance Area: 518 sq um
- Core ar.: 3420 sq um
- Vert. Die Dim: 80 um
- Crit path launch: a[2]
- Simple Share, Synth: 15.0%
- Relative slew slack: 83.4%
- Die W: 80 um
- Max-cap violation count: 0
- Io pins: 16
- Post-synthesis cell count: 23
- Sequential area share after synthesis: 0%
- Avg Cell Area, Syn: 10.2 sq um
- CP endpoint kind: output pin
- Slew Limit Fails: 0
- PortBufs: 16
- Dpl ws: -0.0732 ns
- Cell area leaders: mux2_1, ha_1, o211ai_4
- Final min period: 3.29 ns
[metrics by stage]
| stage | setup TNS (ns) | cells |
|---|---|---|
| final | 0 | 86 |
| after global routing | -0.0000921 | 86 |
| after CTS | 0 | 86 |
| after detailed placement | -0.252 | 86 |
| after global placement | -0.104 | 86 |
| after floorplan | 0 | 23 |
[what timing repair did]
action / CTS / global route
pin swaps: 1 / 3
endpoints found under the hold margin: 0 / 0
hold buffers: 0 / 0
buffers inserted: 0 / 0
setup endpoints to repair: 7 / 7
gates resized: 7 / 7
[power by group]
part / switching [W] / internal (W)
Clock: 0 / 0
Sequential: 0 / 0
Combinational: 0.0000277 / 0.0000533
[synthesized netlist by cell type]
| library cell | number |
|---|---|
| mux2_1 | 6 |
| a21oi_2 | 1 |
| a21oi_4 | 1 |
| o211ai_4 | 1 |
| o21ai_0 | 1 |
| ha_1 | 4 |
| nand2_2 | 1 |
| mux2_4 | 1 |
| nor2b_4 | 1 |
| and4_4 | 1 |
| nand2_1 | 1 |
| inv_1 | 4 |
[layer usage]
layer / part of all wire, % / routed length (um)
met1: 55 / 421
met5: 0 / 0
met3: 19 / 147
met2: 26 / 196
met4: 0 / 0
[final cells by class]
type / count / area, sq um
Fill cell: 399 / 2900
Inverter: 4 / 15.0
Multi-Input combinational cell: 19 / 268
Tap cell: 46 / 57.6
Timing Repair Buffer: 17 / 178
[placed cells by master (no fill, tap or decap)]
master,count
buf_4,1
a21oi_4,1
and4_4,1
o21ai_0,1
nor2b_4,1
nand2_1,1
inv_2,1
o211ai_4,1
ha_1,1
mux2_4,4
mux2_1,3
clkdlybuf4s50_1,9
nand2_2,1
inv_1,3
dlymetal6s2s_1,5
dlygate4sd2_1,2
ha_4,3
a21oi_2,1
[worst paths after layout]
check	slack [ns]	endpoint
hold / removal	2.07	Min[3]
setup / recovery	0.11	Max[1]
[critical path: stages]
cell	delay, ns
clkdlybuf4s50_1	0.55
ha_4	0.24
and4_4	0.17
a21oi_4	0.22
mux2_4	0.32
clkdlybuf4s50_1	0.42
[cell families after synthesis]
family | Yosys count
AOI/OAI and AO/OA | 4
adders and majority gates | 4
buffers and inverters | 4
muxes | 7
and+or+nand+nor | 4
Power is estimated from default activity; no workload was simulated.
