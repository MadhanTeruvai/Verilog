==> design.v <==
`timescale 1ns / 1ps
module DEMUX1x4(
    input i, input [1:0]s, output [3:0]y);
    not g1(s0bar,s[0]);
    not g2(s1bar,s[1]);
    and g3((y[0]),i,s0bar,s1bar);
    and g4((y[1]),i,s0bar, s[1]);
    and g5((y[2]),i,s[0] ,s1bar);
    and g6((y[3]),i,s[0] , s[1]);
endmodule
module DEMUX1x9_using_1x4DEMUX_design(
    input i, input [3:0]s, output [8:0]y);
    wire [2:0]w;
    DEMUX1x4 u1(.y(w[2:0]),.i(i),   .s(s[3:2]));
    DEMUX1x4 u2(.y(y[2:0]),.i(w[0]),.s(s[1:0]));
    DEMUX1x4 u3(.y(y[5:3]),.i(w[1]),.s(s[1:0]));
    DEMUX1x4 u4(.y(y[8:6]),.i(w[2]),.s(s[1:0]));
endmodule
==> run.sh <==
#!/bin/bash
# OpenROAD 26Q1-2900-gdf79404cd8, Yosys 0.63+post, stock flow scripts
make -C /OpenROAD-flow-scripts/flow DESIGN_CONFIG=/design/flow/config.mk WORK_HOME=/design/flow/orfs finish
==> config.mk <==
export PLATFORM = sky130hd
export DESIGN_NAME = DEMUX1x9_using_1x4DEMUX_design
export DESIGN_NICKNAME = DEMUX1x9_using_1x4DEMUX_design
export VERILOG_FILES = /design/flow/design.v
export SDC_FILE = /design/flow/constraint.sdc
export NUM_CORES = 4
export LEC_CHECK = 1
export CORE_AREA = 10 10 70 70
export DIE_AREA = 0 0 80 80
==> constraint.sdc <==
current_design DEMUX1x9_using_1x4DEMUX_design

set clk_period 1.0
set clk_io_pct 0.2

create_clock -name clk0 -period $clk_period

set non_clock_inputs [all_inputs -no_clocks]
set_input_delay [expr $clk_period * $clk_io_pct] -clock clk0 $non_clock_inputs
set_output_delay [expr $clk_period * $clk_io_pct] -clock clk0 [all_outputs]
==> results_dict.tcl <==
# implementation run metrics
set metrics [dict create \
    ys_cells 14 \
    antenna_found_initial 0 \
    drt-initial-drc-count 7 \
    drcViolationCount 0 \
    fp_util 0.0245 \
    maxCapViolCount 0 \
    post-route-worst-setup-slack_ps -221 \
    stdcell_count 82 \
    finalHoldViolations 0 \
    wl_per_cell_microns 8.05 \
    switchingPower_mw 0.0332 \
    gp_congestion 0.703 \
    dr.pass1.iters 2 \
    timing.critical_path.cells "buf_6, or3b_4, buf_6, nor3_2, buf_2" \
    ff_count 0 \
    yosysTopAreaCellShare 0.224 \
    violations "negative setup slack" \
    drive_gt1_frac 0.917 \
    slew_violations 0 \
    post-route-period-util 1.22 \
    p_int_mw 0.0511 \
    nClkBuffers 0 \
    hpwl_microns 535 \
    min_path_cells 3 \
    syn_area_sq_um 83.8 \
    ys_warn_count 6 \
    synth_cell_types 7 \
    hold_end "y[6]" \
    status "finished with violations" \
    regArea_sq_um 0 \
    setup_viol 5 \
    wirelength_microns 660 \
    min_from "s[0]" \
    synthTopCellsByCount "nor2_1 (5), nand2b_1 (2), nand3b_1 (2), nor3_1 (2)" \
    io_buffers 14 \
    grt_pass1_vias 174 \
    clkPwrFrac 0 \
    syn_inst 14 \
    postSynthSeqShare 0 \
    path_delay_family "simple AND/OR/NAND/NOR gates" \
    path_buffers 3 \
    period_needed_ps 1220 \
    dpl.cell_count 75 \
    final.fill_count 405 \
    yosysMostFrequentCell "nor2_1" \
    fmax_ghz 0.819 \
    peakVddDrop_mv 0.0396 \
    critical_path.startpoint_type "input pin" \
    vias_per_cell 2.20 \
    area_delta_synth_final_pct 307 \
    die_x_microns 80 \
    tightestPinTransition_ps 148 \
    io_pins 14 \
    worst_path_most_repeated_cell "buf_6" \
    crit_fanout 3 \
    rows 21 \
    pwr-share-seq 0 \
    ant_nets 0 \
    relSlewSlack 0.901 \
    p_leak_nw 0.152 \
    worstSetupPathType "input pin to output pin" \
    largest_area_cell "nor2_1" \
    grt_max_degree 6 \
    layout.area.comb_sq_um 124 \
    swShare 0.394 \
    ys_chip_area_sq_um 83.8 \
    die_h_microns 80 \
    cp_slowest_cell "or3b_4" \
    grt-ovfl-total 0 \
    p_per_area_nw_per_um2 247 \
    final_core_utilization 0.100 \
    grt_pass1_wl_microns 979 \
    warning_count 34 \
    power_frac_comb 1.000 \
    required_ps 800 \
    cp.arrival_ps 1020 \
    n_antenna_cell 0 \
    coreArea_sq_um 3420 \
    rsz0062_at_grt "true" \
    grt_util_all_layers 0.0192 \
    synth.avg_cell_area_sq_um 5.99 \
    max_stage_delay_ps 390 \
    dieArea_sq_um 6400 \
    hold_path_class "input pin to output pin" \
    vias 180 \
    end_kind "output pin" \
    top_cells_by_area "nor2_1 (22%), nand3b_1 (18%), nand2b_1 (15%), or3b_4 (13%), nor3_1 (12%)" \
]
per-stage QoR:
stage,hold slack [ps],setup TNS (ps),total power [mW],setup slack [ps],instance area (sq um)
2_1_floorplan,413,0,0.0150,127,83.8
3_3_place_gp,1440,-6900,0.0575,-895,289
3_5_place_dp,1440,-7000,0.0583,-895,289
4_1_cts,731,-759,0.0793,-282,328
5_1_grt,750,-979,0.0913,-243,342
6_report,730,-669,0.0842,-221,342
power groups by stage:
| stage | Clock [mW] | Combinational (mW) | Sequential (mW) |
|---|---|---|---|
| finish | 0 | 0.0842 | 0 |
| global route | 0 | 0.0913 | 0 |
| CTS | 0 | 0.0793 | 0 |
timing repair:
action                                  CTS  global route
resized                                  64             2
endpoints found under the setup margin    9             9
setup buffers                             6             1
pin swaps                                 9             7
hold buffers                              0             0
final cells by class:
class,count,share of cell area
well taps,46,0.168
multi-input cells,14,0.363
repair buffers,22,0.469
worst max-delay path by stage:
stage,start,endpoint,depth (start not counted)
final,s[3],y[0],5
after CTS,s[2],y[0],5
after global routing,s[3],y[0],5
cell usage in the layout, fill, tap and decap left out, drive strengths merged:
| cell | instances |
|---|---|
| buf | 22 |
| nor2 | 6 |
| nor3 | 3 |
| nand2b | 2 |
| nand3b | 2 |
| or3b | 1 |
routing by layer:
layer	vias up	track usage	wire, microns
met5	-	0	0
met4	0	0	0
met3	0	0.00795	85
met2	6	0.0401	377
met1	80	0.0171	198
li1	94	-	-
cells by family (layout without fill, tap and decap cells):
kind of cell	Yosys count	in the layout	synth area share
buffers and inverters	0	22	0
AND/OR/NAND/NOR	14	14	1.00
Power figures rest on the tool's default switching activity, not on a simulated workload.
